===== flow/run.sh =====
#!/bin/bash
# OpenROAD 26Q1-2900-gdf79404cd8, Yosys 0.63+post, stock flow scripts
make -C /OpenROAD-flow-scripts/flow DESIGN_CONFIG=/design/flow/config.mk WORK_HOME=/design/flow/orfs finish

===== flow/config.mk =====
export PLATFORM = sky130hd
export DESIGN_NAME = IMem
export DESIGN_NICKNAME = IMem
export VERILOG_FILES = /design/flow/design.v
export SDC_FILE = /design/flow/constraint.sdc
export NUM_CORES = 4
export LEC_CHECK = 1
export CORE_AREA = 10 10 70 70
export DIE_AREA = 0 0 80 80

===== flow/constraint.sdc =====
current_design IMem

set clk_period 2.3
set clk_io_pct 0.2

create_clock -name clk0 -period $clk_period

set non_clock_inputs [all_inputs -no_clocks]
set_input_delay [expr $clk_period * $clk_io_pct] -clock clk0 $non_clock_inputs
set_output_delay [expr $clk_period * $clk_io_pct] -clock clk0 [all_outputs]

===== flow/design.v =====
module IMem(AddrIn,InsOut);
  input[31:0] AddrIn;            
  output[31:0] InsOut;           
  wire[31:0] ROM[31:0];          
  assign ROM[0]=32'h0000008e;  
  assign ROM[1]=32'h0000010e;
  assign ROM[2]=32'h00110102;
  assign ROM[3]=32'h0000018e;
  assign ROM[4]=32'h06518182;
  assign ROM[5]=32'h00208081;
  assign ROM[6]=32'h00110102;
  assign ROM[7]=32'hfe310f11;
  assign ROM[8]=32'h00008f82;
  assign ROM[9]=32'h00000012;  
  assign InsOut=ROM[AddrIn];
endmodule

==> job_summary.md <==
## PnR job results

| Metric | Value |
|---|---|
| Die X | `80 um` |
| Buf+Inv Stages, Crit Path | `2` |
| Synth area leader | `buf_4` |
| Final count of negative-setup-slack endpoints | `0` |
| FMAX | `0.450 GHz` |
| Pleak | `0.316 nW` |
| Max VDD drop | `45.5 uV` |
| Layout cell share with drive strength beyond 1 | `32.1%` |
| WP data required | `1.84 ns` |
| Die area | `0.00640 mm^2` |
| Most common cell in the netlist | `buf_4` |
| Final antenna-violating net count | `0` |
| Sequential element share of the synthesized area | `0%` |
| Slowest cell on crit path | `or3_4` |
| Crit path max-delay family | `buffers and inverters` |
| Count of input and output buffers | `27` |
| Crit path cell chain | `dlygate4sd2_1 -> or3_4 -> or2_1 -> clkdlybuf4s50_1` |
| Max stage delay on crit path | `0.42 ns` |
| Placed cell area | `669 um^2` |
| Sum Neg Setup Slack | `0 ns` |
| Tcrit/Tclk final | `96.6%` |
| Flop count | `0` |
| Fillers | `387` |
| GR Util All Layers | `3.86%` |
| Synth warnings | `705` |
| Hold endpoint | `InsOut[8]` |
| Setup Fix Bufs, Post-CTS | `0` |
| Pre-antenna DRT Iters | `3` |
| Hold path start | `AddrIn[4]` |
| DRT iter0 DRCs | `17` |
| Grt total ovfl | `0` |
| Core Box Area | `0.00342 mm^2` |
| Arrival @ worst endpoint | `1.76 ns` |
| Synth area leaders | `buf_4, a21oi_1, nor3_1, nor3b_1, nor2_1` |
| WHS | `1.47 ns` |
| First-pass GRT wire length | `2120 um` |
| # hold bufs at CTS | `0` |
| RSZ-0062 raised after global routing | `no` |
| Max-cap violations | `0` |
| # Cells Yosys | `59` |
| Vias in the first global route | `457` |
| Final Hold Viols | `0` |
| Area grow syn2layout | `82.6%` |
| Critical path launch point type | `primary input` |
| Tool warning count | `60` |
| Cells after DPL | `130` |
| Global placement routability congestion | `0.783` |
| Initial Utilization | `11.4%` |
| Crit path kind | `primary input to output pin` |
| Layout Cells excl Fill | `130` |
| Inserted Diodes | `0` |
| Final count of pins violating max slew | `0` |
| I/O pin count | `64` |
| Worst Hold Depth | `4` |
| Most frequent cells after synthesis | `buf_4, a21oi_1, nor2_1, nor3_1` |
| Synth unique cells | `21` |
| Syn avg cell area | `6.60 um^2` |
| Vias per std cell | `3.26` |
| Post-synth top area share | `40.5%` |
| Initial antenna violation count | `0` |
| Syn Inst Count | `59` |
| DP HPWL | `1180 um` |
| Post-route cell area | `711 um^2` |
| Post-Syn Area | `389 um^2` |
| YS chip area | `389 um^2` |
| Storage element area | `0 um^2` |
| Residual DRC | `0` |
| Post-Route WL | `1350 um` |
| Max Fanout on Critical Path | `4` |
| Drt wl/cell | `10.4 um` |
| Die height | `80 um` |
| Num rows | `21` |
| Critical Path Sink Type | `output pin` |
| Crit path time final | `2.22 ns` |
| Min-Delay Path Class | `primary input to output pin` |
| Largest net degree at the start of global routing | `10` |
| Pwr Density | `123 mW/mm^2` |
| Via count | `424` |
| Final Util | `20.8%` |
| Clkbuf count | `0` |
| Outcome | `finished clean` |
==> area by class of cell <==
class / count / area [um^2] / share of cell area (%)
timing repair buffer: 40 / 364 / 51.2
multi-input combinational: 42 / 279 / 39.3
tap: 46 / 57.6 / 8.10
inverter: 2 / 10.0 / 1.41
==> how the worst max path moves through the flow <==
stage | from | endpoint | slack, ns | depth (start not counted)
4_1_cts | AddrIn[2] | InsOut[8] | -0.04 | 6
5_1_grt | AddrIn[1] | InsOut[7] | 0.01 | 6
6_report | AddrIn[4] | InsOut[1] | 0.08 | 4
==> per-layer routing <==
layer / track usage (%) / vias up / part of all wire [%]
li1: - / 214 / -
met4: 0 / 0 / 0
met1: 5.01 / 190 / 47
met5: 0 / - / 0
met3: 1.25 / 0 / 9.8
met2: 6.42 / 20 / 43
==> placed cells by master, fill, tap and decap left out, drive strengths merged <==
master and n:
clkdlybuf4s50 16, a21oi 5, a31oi 1, nor4b 1
nor2 5, nor2b 3, nor3b 3, nand2 1
clkdlybuf4s15 1, o21bai 1, inv 2, a2bb2oi 1
buf 15, conb 10, dlygate4sd2 5, nand2b 2
or3 1, dlymetal6s2s 3, nor3 5, or2 2
xor2 1
==> power breakdown <==
group          switching, W  leakage (nW)  internal [W]
clock network             0             0             0
registers                 0             0             0
logic             0.0000354         0.316     0.0000520
total             0.0000354         0.316     0.0000520
==> what timing repair did <==
item / CTS / global route
endpoints found under the setup margin: 22 / 19
gates resized: 18 / 14
gates cloned: 0 / 0
pin swaps: 1 / 1
==> kinds of logic (layout without fill, tap and decap cells) <==
group / after synthesis / count (layout) / synth area share [%]
other: 1 / 10 / 0.964
xor gates and xnor gates: 1 / 1 / 2.25
AOI/OAI and AO/OA: 8 / 8 / 12.2
and+or+nand+nor: 23 / 23 / 36.0
buffers and inverters: 26 / 42 / 48.6
==> per-stage QoR <==
| stage | total power (W) | worst slack, ns |
|---|---|---|
| final | 0.0000874 | 0.0791 |
| after global routing | 0.0000980 | 0.0138 |
| after CTS | 0.0000866 | -0.0385 |
| after detailed placement | 0.0000858 | -0.393 |
| after global placement | 0.0000844 | -0.376 |
| after floorplan | 0.0000497 | 0.523 |
Power is estimated from default activity; no workload was simulated.
