`/design/flow/config.mk`:
```
export PLATFORM = sky130hd
export DESIGN_NAME = EXMEMReg
export DESIGN_NICKNAME = EXMEMReg
export VERILOG_FILES = /design/flow/design.v
export SDC_FILE = /design/flow/constraint.sdc
export NUM_CORES = 4
export LEC_CHECK = 1
export CORE_AREA = 10 10 198 198
export DIE_AREA = 0 0 208 208
```
`/design/flow/constraint.sdc`:
```
current_design EXMEMReg

set clk_period 1.0
set clk_io_pct 0.2

create_clock -name clk0 -period $clk_period [get_ports {clkIn}]

set non_clock_inputs [all_inputs -no_clocks]
set_input_delay [expr $clk_period * $clk_io_pct] -clock clk0 $non_clock_inputs
set_output_delay [expr $clk_period * $clk_io_pct] -clock clk0 [all_outputs]
```
`/design/flow/design.v`:
```
`timescale 1ns / 1ps
module EXMEMReg(clkIn,resetn,rdIn,AddrIn,retAddrIn,ImmIn,Data2In,LessIn,ZeroIn,ResultIn,Ctrl_signalIn,rdOut,AddrOut,retAddrOut,ImmOut,Data2Out,LessOut,ZeroOut,ResultOut,ctrSignalsOut);
input clkIn;
input resetn;
input[4:0] rdIn;
input[31:0] AddrIn;
input[31:0] retAddrIn;
input[31:0] ImmIn;
input[31:0] Data2In;
input LessIn;
input ZeroIn;
input[31:0] ResultIn;
input[11:0] Ctrl_signalIn;
output reg [4:0] rdOut;
output reg [31:0] AddrOut;
output reg [31:0] retAddrOut;
output reg [31:0] ImmOut;
output reg [31:0] Data2Out;
output reg LessOut;
output reg ZeroOut;
output reg [31:0] ResultOut;
output reg [11:0] ctrSignalsOut;
always @(posedge clkIn) begin
   if(~resetn)begin
      rdOut<=5'b0;
      AddrOut<=32'b0;
      retAddrOut<=32'b0;
      ImmOut<=32'b0;
      Data2Out<=32'b0;
      LessOut<=0;
      ZeroOut<=0;
      ResultOut<=32'b0;
      ctrSignalsOut<=12'b0;
   end
   else begin
      rdOut<=rdIn;
      AddrOut<=AddrIn;
      retAddrOut<=retAddrIn;
      ImmOut<=ImmIn;
      Data2Out<=Data2In;
      LessOut<=LessIn;
      ZeroOut<=ZeroIn;
      ResultOut<=ResultIn;
      ctrSignalsOut<=Ctrl_signalIn;
   end
end
endmodule
```
`/design/flow/run.sh`:
```
#!/bin/bash
# OpenROAD 26Q1-2900-gdf79404cd8, Yosys 0.63+post, stock flow scripts
make -C /OpenROAD-flow-scripts/flow DESIGN_CONFIG=/design/flow/config.mk WORK_HOME=/design/flow/orfs finish
```
==> notes.md <==
Implementation summary

Overall routing resource usage recorded by global route was 8.09%. The first global-routing pass estimated 26500 um of wire. The number of port buffers is 359. For reference, the final report shows the max-slew violation count at 0. The warning count from the yosys run is 1. VDD sags by at most 1.11 mV.

After global routing the overflow that remains totals 0. The number of placed instances, taps included, is 1175. The number of setup buffers added after CTS is 0. The total power after layout is 15.6 mW.

The leakage power in the latest report is 3.85 nW. The count of H-tree levels built during CTS is 4. For this run, the slowest stage of the critical path takes 0.36 ns. The transition time of the tightest slew-check pin is 0.328 ns.

Per the detail_route report, vias per standard cell equal 3.11. In this run the worst path has a maximum fanout of 1. The detailed placer's ending HPWL is 14100 um. Timing would allow up to 0.906 GHz. The post-synthesis cell count from yosys is 377. The headroom to the max-slew limit is 78.2%.

The first TritonRoute pass finished after 4 iterations. The die width is 208 um. The number of hold buffers added after cts is 0.

After detailed routing, the average wire length per cell comes to 14.8 um. The ratio of final minimum period to clock period is 110%. The area recorded from the Yosys report for this design is 4870 um^2.

The first-iteration detailed-routing DRC count is 75. The initial cell density of the core is 14.0%. The worst path in the final design needs a cycle of 1.10 ns, including I/O delays and setup. The floorplan has 68 rows.

Counting flops and latches in the post-synthesis netlist gives 179. The detailed-route wire length is 17900 um. For reference, the clock transition at the flip-flops on the worst setup and hold paths is 0.07 ns. The maximum number of pins on one net before global-route repair is 82.

The report lists the cells along the critical path as buf_6. The cell sitting at the root of the clock tree is a clkbuf_16. The die is 208 um tall. The synthesized instance count is 377.

The post-place setup slack is -0.109 ns. The number of nets still failing antenna checks after routing is 0. The kind of cell with the highest combined delay along the critical path is flip-flops. The number of max-cap violations is 0. The CTS sink count is 179. The min-delay analysis places its worst path in the category in -> reg.

The launch instance of the worst min-delay path is resetn. The part of the Yosys area used for sequential elements is 73.5%. The flow ran to the end, but the final reports show violations. The element type at the critical path start is a flop. The count of buffering cells on the critical path with inverters included is 1.

The post-route non-filler standard cell count is 1205. The number of global-route vias before repair is 4035. The share of post-route cells with drive strength above 1 is 32.7%. CTS reports a maximum clock tree buffer depth of 2.

In this run the layout overhead on the synthesized area is reported as 78.6%. The count of warning messages emitted by the tools is 27. The startpoint-to-endpoint class of the critical path is reg -> out. The routed layout has 3747 vias.

Each instance of the synthesized netlist takes up on average 12.9 um^2. The worst path arrival time is 0.90 ns. The final reports fail on setup timing.

The total of endpoints with negative setup slack in the final report is 179. The largest individual stage delay along the critical path comes from the cell dfxtp_4. The clock tree from TritonCTS is done.

The post-route DRC violation count is 0. The number of antenna violations at the first check in global routing is 0. The final timing report lists a hold violation count of 0. According to the floorplan report, the placeable core area is 34700 um^2. Setup repair after global routing could not meet its margin everywhere. The cell area after synthesis is 4870 um^2. In the hold report, the worst path ends at Data2Out[7]. The die covers 43300 um^2. The final weighted congestion recorded by global placement is 0.805. The number of clock buffers inserted by TritonCTS is 17. The areal power density over the cells is 1790 nW/um^2.

In the hold timing report, the worst path depth is 3. The required time at the worst-slack endpoint is 0.80 ns. The count of distinct cell types in the synthesized netlist is 6. The total inserted antenna cells is 0. The worst setup path is captured at a primary output. The floorplan report gives the top-level pin count as 360. The final worst-path setup slack is -0.104 ns.
## cells in the mapped netlist
library cell | number | share of area [%]
and2_1 | 179 | 23
buf_2 | 5 | 0.51
buf_6 | 12 | 2.8
clkbuf_1 | 1 | 0.077
clkbuf_2 | 1 | 0.10
dfxtp_1 | 179 | 74
## how the worst max path moves through the flow
stage                    end  cells after the start  slack, ns      startpoint
CTS           retAddrOut[10]                      1      -0.15  retAddrOut[10]
finish        retAddrOut[10]                      1      -0.10  retAddrOut[10]
global route  retAddrOut[10]                      1      -0.16  retAddrOut[10]
## metrics by stage
stage | setup TNS (ns) | area (um^2) | hold WS [ns] | utilization [%]
2_1_floorplan | 0 | 4870 | 0.322 | -
3_3_place_gp | -0.529 | 8910 | 0.688 | 25.7
3_5_place_dp | -0.544 | 8910 | 0.680 | 25.7
4_1_cts | -14.29 | 8640 | 0.202 | 24.9
5_1_grt | -16.82 | 8700 | 0.231 | 25.1
6_report | -5.98 | 8700 | 0.236 | 25.1
## cell type report
cell class / instances / area [um^2]
fill: 3710 / 26000
sequential: 179 / 3630
timing repair buffer: 362 / 2820
multi-input combinational: 179 / 1120
tap: 455 / 569
clock buffer: 18 / 429
clock inverter: 12 / 133
## cells by family after synthesis
group | after synthesis | share of synthesized area (%)
AND/OR/NAND/NOR | 179 | 23.0
buffers and inverters | 19 | 3.47
flip-flops | 179 | 73.5
## where the power goes
group	leakage [nW]	internal, mW	switching [mW]	total, mW
Clock	0.269	3.66	2.87	6.53
Sequential	1.50	7.52	0.0897	7.61
Combinational	2.08	1.06	0.361	1.42
## sequential cells by signal, indices dropped and copies added, names as in the netlist
| name | flops |
|---|---|
| ZeroOut | 1 |
| LessOut | 1 |
| retAddrOut | 32 |
| Data2Out | 32 |
| rdOut | 5 |
| AddrOut | 32 |
| ctrSignalsOut | 12 |
| ResultOut | 32 |
| ImmOut | 32 |
## placed cells by master, fill, tap and decap left out
cell type        count
and2_1             179
buf_12               2
buf_2              166
buf_4                2
buf_6               13
bufinv_16            2
clkbuf_1             1
clkbuf_16           17
clkdlybuf4s50_1    179
clkinv_2             3
clkinv_4             1
clkinvlp_4           3
dfxtp_1            146
dfxtp_2             32
dfxtp_4              1
inv_6                3
## layer usage
metal	track usage [%]	routed length, um	up-vias
met1	9.19	6970	1659
met3	5.15	2480	7
met4	0.797	173	0
met2	13.1	8260	233
met5	0	0	-
li1	-	-	1848
## repair_timing
item | in CTS | in global routing
endpoints found under the hold margin | 0 | 0
cloned | 0 | 0
setup endpoints to repair | 179 | 179
gates resized | 611 | 21
Power is estimated from default activity; no workload was simulated.
