[design.v]
module DMem(clkIn,resetIn,AddrIn,DataIn,ReadIn,WriteIn,DataOut);
  input clkIn;           
  input resetIn;
  input[31:0] AddrIn;    
  input[31:0] DataIn;    
  input ReadIn;          
  input WriteIn;         
  output[31:0] DataOut;  
  reg[31:0] RAM[31:0];   
  integer k;
  assign DataOut=ReadIn?RAM[AddrIn]:0;
  always @(posedge clkIn) begin
    if (resetIn) begin
      for (k=0;k<32;k=k+1) RAM[k]<=0;
    end
    else if (WriteIn) RAM[AddrIn]<=DataIn;
  end
endmodule
[constraint.sdc]
current_design DMem

set clk_period 28.8
set clk_io_pct 0.2

create_clock -name clk0 -period $clk_period [get_ports {clkIn}]

set non_clock_inputs [all_inputs -no_clocks]
set_input_delay [expr $clk_period * $clk_io_pct] -clock clk0 $non_clock_inputs
set_output_delay [expr $clk_period * $clk_io_pct] -clock clk0 [all_outputs]
[config.mk]
export PLATFORM = sky130hd
export DESIGN_NAME = DMem
export DESIGN_NICKNAME = DMem
export VERILOG_FILES = /design/flow/design.v
export SDC_FILE = /design/flow/constraint.sdc
export NUM_CORES = 4
export LEC_CHECK = 1
export CORE_UTILIZATION = 40
[run.sh]
#!/bin/bash
# OpenROAD 26Q1-2900-gdf79404cd8, Yosys 0.63+post, stock flow scripts
make -C /OpenROAD-flow-scripts/flow DESIGN_CONFIG=/design/flow/config.mk WORK_HOME=/design/flow/orfs finish
==> impl_metrics.py <==
# Metrics from the implementation run
metrics = {
    "cells_and_area": {
        "largest_reg_flops": 1024,
        "max_flop_register": "RAM",
        "share_of_layout_cells_above_drive_strength_1_pct": 10.6,
        "syn2layout_area_growth_pct": 12.1,
        "top_regs": "RAM: 1024 flops",
        "utilization_pct": 45.5,
        "nFillCells": 9697,
        "final_cells": 4932,
        "layout_top_cells_excl_fill_tap": "sky130_fd_sc_hd__edfxtp_1, sky130_fd_sc_hd__and2_1, sky130_fd_sc_hd__mux2i_1, sky130_fd_sc_hd__o22ai_1, sky130_fd_sc_hd__buf_4",
    },
    "power": {
        "power_switching_mw": 0.716,
        "power_switching_share_pct": 21.9,
        "power.static_leakage_nw": 19.2,
        "seqPwrFrac_pct": 53.1,
        "internal_power_mw": 2.55,
        "ir_drop_v": 0.0000502,
        "p_clk_share_pct": 39.9,
        "p_per_area_nw_per_um2": 62.5,
        "logic_pwr_share_pct": 7.0,
    },
    "timing": {
        "finalCritPeriodShare_pct": 56.7,
        "timing.setup.tns_ps": 0,
        "final_hold_viol_count": 0,
        "final-max-slew-violation-count": 0,
        "relSlewSlack_pct": 25.4,
        "post-route-min-period_ps": 16320,
        "grt_setup_unrepaired": "no",
        "finalSetupViolations": 0,
        "maxClockFrequency_mhz": 61.3,
        "worstMarginPinSlew_ps": 1110,
    },
    "yosys": {
        "yosys.stat.seqShare_pct": 65.9,
        "synthDistinctLibCells": 31,
        "postSynthRegisterBits": 1024,
        "syn-instance-count": 3330,
        "synth-area-yosys_um2": 46600,
        "ys_cells": 3330,
        "flop_cell": "sky130_fd_sc_hd__edfxtp_1",
        "post_synth.cell_area_avg_um2": 14.0,
        "post_synth_main_area_contributors": "sky130_fd_sc_hd__edfxtp_1, sky130_fd_sc_hd__and2_1, sky130_fd_sc_hd__mux2i_1",
        "post-synth-top-area-fraction_pct": 65.9,
        "cell_type_with_the_highest_aggregate_area_in_the_netlist": "sky130_fd_sc_hd__edfxtp_1",
        "synth-edff-count": 1024,
        "synth_warnings": 1,
        "synth-async-reset-ratio_pct": 0,
        "netlist_area_before_placement_um2": 46600,
    },
    "clock_tree": {
        "root_buffer": "sky130_fd_sc_hd__clkbuf_16",
        "post_cts_buffers": 0,
        "hold_buffers": 0,
        "post_cts_resized": 0,
        "cts-htree-levels": 3,
        "numClockSinks": 1024,
        "tritoncts_clock_tree": "done",
        "cts_buffers": 104,
        "clkTransAtPathRegs_ps": 60,
        "cts-root-to-sink-buffers": 3,
    },
    "placed_design": {
        "place.detailed.instances": 4738,
        "place.detailed.hpwl_um": 67500,
        "port_buffers": 72,
        "gp_congestion": 0.834,
    },
    "routing": {
        "ant_nets": 0,
        "drt-vias-per-instance": 5.31,
        "drtPass1Iterations": 7,
        "drc_errors": 0,
        "drtIter0Drc": 1581,
        "detailroute.via_count": 26200,
        "wl_per_cell_um": 25.3,
        "drt_wl_total_um": 125000,
    },
    "grt": {
        "grt_pass1_wl_um": 181000,
        "grt_start_max_net_pins": 86,
        "grt_overflow": 0,
        "grt_pass1_vias": 26600,
        "track_usage_pct": 23.1,
        "antenna_found_initial": 4,
    },
    "floorplan": {
        "die_width_um": 343,
        "fp-row-count": 124,
        "die_h_um": 343,
        "top_level_ports": 100,
        "core_area_um2": 115000,
        "die_area_um2": 118000,
        "fp-utilization_pct": 40.6,
    },
    "flow_run": {
        "warnings": 53,
        "maxCapViolCount": 0,
    },
    "setup_path": {
        "data_arrival_critical_path_ps": 10560,
        "critical_path_buf_inv_count": 5,
        "timing.critical_path.cells": "buf_8, buf_4, buf_4, buf_4, mux2i_1, o22ai_1, nor4_1, a21boi_1, clkdlybuf4s50_1",
        "start_kind": "input port",
        "timing.critical_path.mode_cell": "sky130_fd_sc_hd__buf_4",
        "worstSetupPathType": "input port to output port",
        "crit_path_max_fanout": 53,
        "crit_path_required_time_ps": 23040,
        "setup.worst_path.end_class": "output port",
        "crit_path_max_incr_delay_ps": 910,
        "critical_path.slowest_cell": "sky130_fd_sc_hd__nor4_1",
        "path_delay_family": "buffers and inverters",
    },
    "status": {
        "status": "finished clean",
    },
    "hold_path": {
        "worst_hold_path_type": "input port to flop",
    },
}
[synth_stat cells (24+ instances only)]
master and number:
sky130_fd_sc_hd__clkbuf_1 192, sky130_fd_sc_hd__o22ai_1 255, sky130_fd_sc_hd__buf_2 82, sky130_fd_sc_hd__or2_2 32, sky130_fd_sc_hd__and2_1 1024, sky130_fd_sc_hd__nor4_1 64, sky130_fd_sc_hd__nor2_1 24, sky130_fd_sc_hd__clkbuf_2 33
sky130_fd_sc_hd__a21boi_1 32, sky130_fd_sc_hd__edfxtp_1 1024, sky130_fd_sc_hd__mux2i_1 512
[power groups by stage]
stage                 logic (mW)  clock network, mW  registers, mW
after global routing       0.246               1.38           1.74
after CTS                  0.231               1.32           1.74
final                      0.228               1.30           1.74
[cell families after synthesis]
logic type / Yosys count / share of synthesized area [%]
buffers and inverters: 324 / 3.16
and+or+nand+nor: 1182 / 15.9
AOI/OAI and AO/OA: 288 / 3.96
muxes: 512 / 11.0
DFF: 1024 / 65.9
[metal layers]
layer	global-route usage [%]	vias to the layer above	wire, um
met1	31.7	12800	48100
met3	12.3	183	15400
met2	34.5	1122	58200
met5	1.68	-	279
li1	-	12100	-
met4	4.74	8	3000
[per-stage QoR]
stage,hold WS [ps],area (um2),power [mW],setup slack (ps)
6_report,6050,52300,3.27,12480
5_1_grt,6060,52300,3.36,12260
4_1_cts,6010,52300,3.29,12660
3_5_place_dp,6740,49000,2.00,12670
3_3_place_gp,6720,49000,1.99,12650
2_1_floorplan,5960,46600,1.89,16060
[layout make-up]
type	instances	area, um2	area share [%]
clock buffers	139	2780	5.31
flip-flops and latches	1024	30700	58.8
diodes	6	15.0	0.0287
well taps	1512	1890	3.62
multi-input cells	1982	14500	27.8
repair buffers	220	1860	3.55
clock inverters	49	467	0.893
[path summary, 6_finish.rpt]
check,endpoint,startpoint,cells past startpoint,slack [ps]
hold / removal,RAM[8][14]$_SDFFCE_PN0P_,DataIn[14],3,6050
setup / recovery,DataOut[21],AddrIn[1],9,12480
[tightest hold or removal path: stages]
cell                              delay (ps)
sky130_fd_sc_hd__clkdlybuf4s50_1         390
sky130_fd_sc_hd__buf_4                   230
sky130_fd_sc_hd__and2_1                  170
No activity file was given, so power comes from the tool's default toggle rates.
